[/design/flow/constraint.sdc]
current_design LED_blink_simple

set clk_period 5.0
set clk_io_pct 0.2

create_clock -name clk0 -period $clk_period [get_ports {FPGA_CLK}]

set non_clock_inputs [all_inputs -no_clocks]
set_input_delay [expr $clk_period * $clk_io_pct] -clock clk0 $non_clock_inputs
set_output_delay [expr $clk_period * $clk_io_pct] -clock clk0 [all_outputs]
[/design/flow/run.sh]
#!/bin/bash
# OpenROAD 26Q1-2900-gdf79404cd8, Yosys 0.63+post, stock flow scripts
make -C /OpenROAD-flow-scripts/flow DESIGN_CONFIG=/design/flow/config.mk WORK_HOME=/design/flow/orfs finish
[/design/flow/config.mk]
export PLATFORM = sky130hd
export DESIGN_NAME = LED_blink_simple
export DESIGN_NICKNAME = LED_blink_simple
export VERILOG_FILES = /design/flow/design.v
export SDC_FILE = /design/flow/constraint.sdc
export NUM_CORES = 4
export LEC_CHECK = 1
export CORE_AREA = 10 10 104 104
export DIE_AREA = 0 0 114 114
[/design/flow/design.v]
module LED_blink_simple (
    input       FPGA_CLK, 
    output[1:1] F_LED
);
reg [31:0] counter;
reg        LED_status;
initial begin
counter <= 32'b0;
LED_status <= 1'b0;
end
always @ (posedge FPGA_CLK) 
begin
counter <= counter + 1'b1;
if (counter > 50000000)
begin
LED_status <= !LED_status;
counter <= 32'b0;
end
end
assign F_LED[1] = LED_status;
endmodule : LED_blink_simple
==> results.tsv <==
metric	value	unit
ys_cells	156	
intPower	0.000383	W
ys_seq_frac	0.483	
max_freq	0.459	GHz
period_used_share	0.436	
viasPerCell	3.70	
drive_gt1_frac	0.0542	
drt.antenna.violating_nets	0	
synth.cellmix.adderShare	0.0180	
clkPwrFrac	0.428	
netSwitchingPower	0.0000966	W
hold_depth	1	
grt_setup_unrepaired	false	
simple_gate_share	0.309	
maxSlewViolCount	0	
async_flop_share	0	
synth_xor_xnor_area_share	0.151	
drc	0	
logic_family	simple AND/OR/NAND/NOR gates	
warnings	26	
place_congestion	0.818	
grt_max_degree	26	
track_usage	0.0372	
tightest_slew	851	ps
postLayoutCellArea	0.00163	mm^2
finalSetupTns	0	ps
rows	34	
routed_wl	2320	um
slew-limit-headroom	0.431	
synthAoiAreaFrac	0.0171	
edf_count	1	
reg2reg_depth	4	
cts_tree	built	
seq_power_share	0.563	
setup_violations	0	
dp_hpwl	1620	um
synthDistinctLibCells	24	
cts.clk_slew.worst_paths	70	ps
skew	6.99	ps
dr.first_iter.drc_count	68	
die_y	114	um
mux_share	0	
core-area	0.00868	mm^2
hold_viol_final	0	
route.vias.total	1015	
total_power	0.000479	W
cp_max_fo	25	
min_period	2180	ps
grt_pass1_wl	4200	um
p_comb_frac	0.009	
synth-area-yosys	0.00139	mm^2
numSynthFlops	33	
ys_warn_count	1	
critPathRequiredTime	4840	ps
cts_made_buffers	5	
syn_area_per_cell	8.90	um^2
p_leak	0.500	nW
hp-class	reg -> reg	
lay_top_count	dfxtp_1	
worstSetupStartpointType	flip-flop	
ctsResizeCount	0	
switching_share	0.202	
wire_per_inst	8.47	um
fp_util	0.160	
diodes	0	
die_w	114	um
synth_cells	156	
finalCoreUtilization	0.188	
ir_worst_vdd	166	uV
io_pins	2	
postCtsSetupBuffers	0	
worstPathArrival	2020	ps
postCtsHoldBufs	0	
status	completed	
h-tree-depth	2	
synth_area	0.00139	mm^2
p_per_area	294	mW/mm^2
layout_top_cells	dfxtp_1 (32), nor2_1 (31), xor2_1 (18)	
antenna_found_initial	0	
drtPass1Iterations	4	
worstSetupPathType	reg -> reg	
area.growth.synth_to_final	17.5	%
io_buffers	1	
synthFlopType	dfxtp_1	
clk_latency	290	ps
dpl-instance-area	0.00154	mm^2
clockRootBuffer	clkbuf_8	
cts_buffer_depth	2	
cts_sinks	33	
grt.overflow.total	0	
hold_ws	488	ps
grt_pass1_vias	940	
drv_cap	0	
endpoint_kind	flip-flop	
chipArea	0.0130	mm^2
[metrics by stage]
stage / cells / setup WS, ps
after floorplan: 161 / 3140
after global placement: 266 / 2830
after detailed placement: 266 / 2810
after CTS: 274 / 2800
after global routing: 274 / 2580
final: 274 / 2820
[synth_stat cells (2+ instances only)]
master,number,share of area
nand3_1,13,0.047
xor2_1,18,0.11
and3_1,3,0.014
inv_1,3,0.0081
a21oi_1,2,0.0072
nor3_1,7,0.025
xnor2_1,6,0.038
or3b_1,2,0.013
nand4_1,9,0.041
or2b_2,2,0.013
and4_1,3,0.019
nor2_1,31,0.084
nor4_1,3,0.014
nand2_1,9,0.024
clkbuf_1,4,0.011
ha_1,2,0.018
dfxtp_1,32,0.46
[metal layers]
metal	GRT usage	vias to the layer above	routed length, um	part of all wire
li1	-	547	-	-
met1	0.0504	451	1190	0.51
met2	0.0573	11	982	0.42
met3	0.0117	6	92	0.040
met4	0.00752	0	55	0.024
met5	0	-	0	0
[critical path: stages (launching register included)]
cell	delay, ps
dfxtp_1	340
nor4_1	340
or2b_2	330
a41oi_1	180
nand2_1	540
[worst paths after layout]
path	from	slack (ps)	to
setup / recovery	counter[10]	2820	LED_status
hold reg to reg	counter[0]	490	counter[0]
hold / removal	counter[0]	490	counter[0]
setup reg to reg	counter[10]	2820	LED_status
[power groups by stage]
stage | sequential [W] | combinational [W] | clock [W]
after CTS | 0.000270 | 0.00000481 | 0.000213
final | 0.000270 | 0.00000451 | 0.000205
after global routing | 0.000270 | 0.00000531 | 0.000222
[layout make-up]
cell class / instances / area, um^2
Clock inverter: 1 / 7.51
Clock buffer: 7 / 86.3
Multi-Input combinational cell: 121 / 711
Timing Repair Buffer: 1 / 10.0
Tap cell: 108 / 135
Fill cell: 985 / 7050
Sequential cell: 33 / 671
Inverter: 3 / 11.3
[logic make-up after synthesis]
group                      count (synthesis)
AOI/OAI and AO/OA                          4
xor gates and xnor gates                  24
buffers and inverters                      7
DFF                                       33
and+or+nand+nor                           85
other                                      1
adders and majority gates                  2
[state kept, by name, indices dropped and copies added (netlist names)]
name and flops:
counter 32, LED_status 1
