<file path="flow/config.mk">
export PLATFORM = sky130hd
export DESIGN_NAME = LED_blink_step
export DESIGN_NICKNAME = LED_blink_step
export VERILOG_FILES = /design/flow/design.v
export SDC_FILE = /design/flow/constraint.sdc
export NUM_CORES = 4
export LEC_CHECK = 1
export CORE_UTILIZATION = 30
</file>
<file path="flow/constraint.sdc">
current_design LED_blink_step

set clk_period 3.6
set clk_io_pct 0.2

create_clock -name clk0 -period $clk_period [get_ports {FPGA_CLK}]

set non_clock_inputs [all_inputs -no_clocks]
set_input_delay [expr $clk_period * $clk_io_pct] -clock clk0 $non_clock_inputs
set_output_delay [expr $clk_period * $clk_io_pct] -clock clk0 [all_outputs]
</file>
<file path="flow/design.v">
module LED_blink_step (
    input FPGA_CLK,
    input FPGA_RST_N,
    output[4:1] F_LED
);
reg[4:1]    F_LED;
reg[24:0]   cnt;
reg         clk_led;
always@(posedge FPGA_CLK or negedge FPGA_RST_N) begin
    if (!FPGA_RST_N) begin
        clk_led <= 1'b0;
        cnt <= 25'd0;
    end
    else begin
        if (cnt == 25'd2499_9999) begin
            clk_led <= ~clk_led;
            cnt <= 25'd0;
        end
        else begin
            cnt <= cnt + 25'd1;
        end
    end
end
always@(posedge clk_led or negedge FPGA_RST_N) begin
    if(!FPGA_RST_N) begin
        F_LED <= 4'h1;
    end
    else begin
        F_LED <= {F_LED[3:1],F_LED[4]};
    end
end
endmodule : LED_blink_step
</file>
<file path="flow/run.sh">
#!/bin/bash
# OpenROAD 26Q1-2900-gdf79404cd8, Yosys 0.63+post, stock flow scripts
make -C /OpenROAD-flow-scripts/flow DESIGN_CONFIG=/design/flow/config.mk WORK_HOME=/design/flow/orfs finish
</file>
==> impl_metrics.env <==
# implementation run metrics
export IMPL_crit_slowest_cell="nor4_4"
export IMPL_ys_sh_aoi=0.0849
export IMPL_required_ns=3.72
export IMPL_clkLatencyLatePin_ns=0.26
export IMPL_die_w_um=71.0
export IMPL_path_clk_slew_ns=0.08
export IMPL_syn_area_per_cell_um2=10.9
export IMPL_tool_warnings=25
export IMPL_untimed_endpoints=8
export IMPL_setup_viol=0
export IMPL_chipArea_um2=5050
export IMPL_ios=6
export IMPL_yosys_top_cells_count="dfrtp_1, nand3_1, a21oi_1"
export IMPL_grtUsageMet2=0.169
export IMPL_cp_max_fo=14
export IMPL_reg2reg_from="cnt[0]"
export IMPL_drive_gt1_frac=0.0889
export IMPL_flop_cell="dfrtp_1"
export IMPL_yosys_warnings=1
export IMPL_drt_pass1_iter_count=5
export IMPL_grt_pass1_wl_mm=4.47
export IMPL_path_class="flip-flop to flip-flop"
export IMPL_rsz0062_at_grt="no"
export IMPL_worst_pin_slew_ns=0.734
export IMPL_vias_per_cell=5.28
export IMPL_max_freq_ghz=0.501
export IMPL_gp_congestion=0.836
export IMPL_syn_inst=131
export IMPL_dp_hpwl_mm=1.74
export IMPL_antenna_found_initial=0
export IMPL_max_vdd_ir_drop_v=0.000255
export IMPL_min_period_ns=2.00
export IMPL_gr_total_overflow=0
export IMPL_grt_pass1_vias=955
export IMPL_whs_ns=0.485
export IMPL_grt_max_degree=31
export IMPL_xor_area_frac=0.0735
export IMPL_worstRegToRegCells=5
export IMPL_leakage_uw=0.000684
export IMPL_yosysTopAreaCell="dfrtp_1"
export IMPL_maxSlewHeadroom=0.507
export IMPL_drc=0
export IMPL_area_growth_synth_to_final_pct=9.01
export IMPL_clockRootBuffer="clkbuf_8"
export IMPL_maxCapViolCount=0
export IMPL_ys_cells=131
export IMPL_fp_util=0.320
export IMPL_ys_async_sr_fraction=1.00
export IMPL_busiest_layer="met1"
export IMPL_topCellsByArea="dfrtp_1, xnor2_1, xor2_1"
export IMPL_holdPathStages=1
export IMPL_synth_adder_area_share=0.00875
export IMPL_max_stage_delay_ns=0.67
export IMPL_synthDominantCellAreaShare=0.507
export IMPL_rr_endpoint="clk_led"
export IMPL_ys_ff=30
export IMPL_post_cts_buffers=0
export IMPL_dr_first_iter_drc_count=38
export IMPL_period_used=0.555
export IMPL_unclocked_pins=4
export IMPL_use_met3=0.0173
export IMPL_fin_setup_tns_ns=0
export IMPL_crit_arrival_ns=2.11
export IMPL_fin_skew_ns=0.00326
export IMPL_dp_cells=184
export IMPL_core_area_um2=4470
export IMPL_finalNonFillerCells=187
export IMPL_min_from="cnt[0]"
export IMPL_rows=24
export IMPL_totalWireLength_mm=2.40
export IMPL_logic_family="simple AND/OR/NAND/NOR gates"
export IMPL_port_buffers=5
export IMPL_mux_area_frac=0.00700
export IMPL_htreeDepth=1
export IMPL_hold_path_class="flip-flop to flip-flop"
export IMPL_post_synth_top_count_cell="dfrtp_1"
export IMPL_cts_resized_gates=0
export IMPL_ctsHoldBuffers=0
export IMPL_ys_area_um2=1430
export IMPL_hold_path_end="cnt[0]"
export IMPL_slew_violations=0
export IMPL_cp_start_kind="flip-flop"
export IMPL_path_cells="ha_1, and3_1, nand2_1, nor4_4, xor2_1"
export IMPL_reg2reg_slack_ns=1.60
export IMPL_grtUsageTotal=0.110
export IMPL_power_density_nw_per_um2=293
export IMPL_diodes=0
export IMPL_ant_nets=0
export IMPL_simple_gate_area_frac=0.265
export IMPL_via_count=987
export IMPL_ys_types=33
export IMPL_cts_path_max_buffers=2
export IMPL_edf_count=0
export IMPL_synth_yosys_seq_area_share=0.526
export IMPL_grtUsageMet1=0.177
export IMPL_hold_viol=0
export IMPL_wl_per_cell_um=12.9
export IMPL_cts_buffers=3
export IMPL_synth_area_um2=1430
export IMPL_die_height_um=71.0
export IMPL_cts_tree="done"
export IMPL_end_kind="flip-flop"
export IMPL_status="finished, final reports clean"
## power by group
| group | switching (µW) | total, µW | internal, µW |
|---|---|---|---|
| logic | 6.07 | 7.74 | 1.66 |
| registers | 0 | 292 | 292 |
| clock network | 81.9 | 157 | 74.8 |
## cells in the final DEF (no fill, tap or decap), drive strengths merged
master	count
nand4	7
and4bb	1
mux2i	1
xnor2	6
and3	3
a21oi	9
clkbuf	3
nor3	3
or4	4
nand2	7
xor2	6
inv	4
buf	1
nand2b	2
dfrtp	29
nor4	2
or3	5
ha	1
o21ai	6
or2	1
nor4b	1
dfstp	1
nor2	5
and2	1
nor2b	1
o221ai	1
clkdlybuf4s50	5
o31ai	5
nand3	10
and4	4
## kinds of logic after synthesis
group,count (synthesis)
adder cells (fa/ha/maj),1
AND-OR/OR-AND,21
AND/OR/NAND/NOR,57
flip-flops,30
buffers and inverters,9
multiplexers,1
XOR/XNOR,12
## registers in the layout, indices dropped and copies added (netlist names)
| name | cells |
|---|---|
| cnt | 25 |
| clk_led | 1 |
| F_LED | 4 |
## worst max-delay path by stage
stage,slack [ns],start,endpoint,cells after the start
CTS,1.56,cnt[0],clk_led,5
global route,1.32,cnt[6],clk_led,4
finish,1.60,cnt[0],clk_led,5
## per-stage QoR
stage                     power [µW]  cell area [µm²]  utilization  setup WS, ns
final                            456             1560        0.348          1.60
after global routing             478             1560        0.348          1.32
after CTS                        463             1560        0.348          1.56
after detailed placement         306             1520        0.339          1.58
after global placement           306             1520        0.339          1.63
after floorplan                  298             1430            -          1.95
## critical path, delay by kind of cell (launching register included)
family,cells,cell delay [ns]
xor gates and xnor gates,1,0.13
adders and majority gates,1,0.18
and+or+nand+nor,3,1.15
DFF,1,0.39
## per-layer routing
| layer | part of all wire | wire (µm) |
|---|---|---|
| met2 | 0.45 | 1090 |
| met3 | 0.033 | 79 |
| met1 | 0.50 | 1210 |
| met5 | 0 | 0 |
| met4 | 0.011 | 27 |
## area by class of cell
| class | instances | area, µm² |
|---|---|---|
| flip-flops and latches | 30 | 752 |
| clock buffers | 3 | 41.3 |
| fillers | 426 | 2920 |
| inverters | 4 | 15.0 |
| multi-input cells | 92 | 628 |
| well taps | 52 | 65.1 |
| repair buffers | 6 | 57.6 |
No activity file was given, so power comes from the tool's default toggle rates.
