==> flow/design.v <==
module LED_PWM(
    input FPGA_CLK,
    input [4:1] F_SW,      
    output [1:1] F_LED
);
reg [4:0] PWM;
always @(posedge FPGA_CLK) PWM <= PWM[3:0] + F_SW;
assign F_LED[1] = PWM[4];
endmodule : LED_PWM
==> flow/run.sh <==
#!/bin/bash
# OpenROAD 26Q1-2900-gdf79404cd8, Yosys 0.63+post, stock flow scripts
make -C /OpenROAD-flow-scripts/flow DESIGN_CONFIG=/design/flow/config.mk WORK_HOME=/design/flow/orfs finish
==> flow/config.mk <==
export PLATFORM = sky130hd
export DESIGN_NAME = LED_PWM
export DESIGN_NICKNAME = LED_PWM
export VERILOG_FILES = /design/flow/design.v
export SDC_FILE = /design/flow/constraint.sdc
export NUM_CORES = 4
export LEC_CHECK = 1
export CORE_AREA = 10 10 70 70
export DIE_AREA = 0 0 80 80
==> flow/constraint.sdc <==
current_design LED_PWM

set clk_period 2.1
set clk_io_pct 0.2

create_clock -name clk0 -period $clk_period [get_ports {FPGA_CLK}]

set non_clock_inputs [all_inputs -no_clocks]
set_input_delay [expr $clk_period * $clk_io_pct] -clock clk0 $non_clock_inputs
set_output_delay [expr $clk_period * $clk_io_pct] -clock clk0 [all_outputs]
==> deck_impl_summary.md <==
Run Summary

Die
  • Placement row count: 21
  • Die height: 80 um
  • Core utilization before placement: 6.92%
  • Boundary pin count: 6
  • Total die size: 0.00640 sq mm
  • Core region area: 0.00342 sq mm
  • Horizontal die size: 80 um

GRT
  • Busiest metal layer after global routing: met2
  • GR Layer Usage met2: 2.33%
  • Wire length of the first global-routing pass: 779 um
  • Global-route usage over all layers: 1.65%
  • Gr ovfl total: 0
  • Initial antenna violation count: 0
  • Met3 GRT Util: 1.70%
  • Maximum number of pins on one net before global-route repair: 4
  • Number of global-route vias before repair: 189
  • GR met1 Demand/Resource: 1.54%

CTS
  • Number of levels the H-tree was split into: 1
  • Root buffer cell: clkbuf_4
  • Buffer levels on the longest clock path: 2
  • Clock latency reported for the late side of the worst-skew pair: 0.24 ns
  • Clock-pin slew on the worst setup and hold paths: 0.05 ns
  • Post-CTS repair timing setup buffer count: 0
  • # clock sinks: 5
  • Number of cells upsized or downsized after cts: 0
  • Clock tree from TritonCTS: yes
  • Number of hold buffers added after CTS: 0
  • Number of clock buffers inserted by TritonCTS: 3

Worst hold path
  • Min-Delay Path Class: flop to flop

Synth
  • Post-synthesis chip area from yosys: 236 sq um
  • Synth Instances: 21
  • Count of distinct cell types in the synthesized netlist: 10
  • Syn. warnings: 1
  • Largest type area fraction: 42.3%
  • Most area-hungry cell type in the Yosys netlist: dfxtp_1
  • Number of cell instances after yosys synthesis: 21
  • Register area share after synthesis: 42.3%
  • Top cells by area in the synthesized netlist: dfxtp_1 (42%), ha_1 (21%), fa_1 (8.5%), xnor2_1 (7.4%), inv_1 (6.3%)
  • Number of register bits inferred by synthesis: 5
  • Netlist area before placement: 236 sq um
  • Per-instance average area after synthesis: 11.3 sq um

STA
  • Endpoints failing hold: 0
  • Maximum achievable frequency: 631 MHz
  • Setup violators final: 0
  • Share of the cycle needed by the critical path after routing: 75.4%
  • Final tally of max-slew violations: 0
  • Transition time at the pin with the least slew margin: 0.162 ns
  • Relative slew slack: 89.1%
  • Worst hold slack across all endpoints: 0.438 ns
  • Aggregate negative setup slack: 0 ns
  • Setup repair after global routing missed its margin: false
  • Setup skew after layout: 0.00220 ns
  • Clock period minus worst slack: 1.58 ns

Cells and area
  • Max reg flops: 5
  • Largest Register: PWM
  • Final instance area: 370 sq um
  • Total of fill cells in the finished design: 406
  • Share of post-route cells with drive strength above 1: 13.3%
  • Registers with the most flip-flops: PWM: 5 flops
  • Layout Area Growth over Synthesis: 56.6%

Place
  • Weighted congestion reported at the end of routability-driven placement: 0.665
  • Number of buffers added on ports: 5
  • Placement-stage cell area: 344 sq um
  • HPWL after detailed placement: 364 um

Flow run
  • OpenROAD warning count: 25
  • Maximum Capacitance Violations: 0

Routing
  • Number of antenna cells inserted: 0
  • Number of DRC violations after detailed routing: 0
  • Via count of the routed design: 162
  • Drt total wl: 448 um
  • Detail-routed via count per cell: 2.13
  • Final ANT Viol Nets: 0
  • Drt first-iter violations: 5
  • Mean routed wirelength per cell: 5.89 um
  • Number of iterations in the first detailed-routing pass: 2

Worst setup path
  • Worst-path fanout max: 2
  • Startpoint Class: input port
  • Kind of cell adding the most delay to the critical path: adder cells
  • Arrival time of the worst setup path: 1.77 ns
  • CP cell instances: clkdlybuf4s50_1 -> ha_1 -> inv_1 -> fa_1 -> nor2b_1 -> o21ai_0 -> nand2b_1
  • WP data required: 2.29 ns
  • Slowest Stage Delay on Critical Path: 0.46 ns
  • Worst reg-to-reg setup slack: 0.86 ns
  • Combined buffer and inverter count along the critical path: 2
  • Critical Path Slowest Stage Cell: clkdlybuf4s50_1
  • Crit path capture type: flop
  • Category of the most critical setup path: input port to flop

Power
  • Peak supply drop: 152 uV
  • PD cells: 1250 mW/mm^2
  • Leakage dissipation: 0.155 nW
  • Overall power consumption: 0.462 mW

Outcome
  • Result of the run: finished, final reports clean
[cells by family after synthesis]
| group | count (synthesis) | share of synthesized area, % |
|---|---|---|
| xor gates and xnor gates | 2 | 7.41 |
| adders and majority gates | 5 | 29.6 |
| DFF | 5 | 42.3 |
| AOI/OAI and AO/OA | 3 | 8.99 |
| and+or+nand+nor | 2 | 5.29 |
| buffers and inverters | 4 | 6.35 |
[cell usage after synthesis]
cell type,count
ha_1,4
nand2b_1,1
a21oi_2,1
o21ai_0,1
fa_1,1
dfxtp_1,5
xnor2_1,2
a21o_1,1
nor2b_1,1
inv_1,4
[metal layers]
metal	vias to the layer above	routed length [um]
met5	-	0
met4	0	19
met3	2	62
met2	8	190
met1	68	176
li1	84	-
[worst paths after layout]
path | startpoint | to | depth (start not counted)
worst max-delay path | F_SW[1] | PWM[4] | 7
worst min-delay path | PWM[0] | PWM[0] | 1
worst max register to register | PWM[0] | PWM[4] | 6
worst min register to register | PWM[0] | PWM[0] | 1
[layout make-up]
| class | instances | area, sq um | share of cell area (%) |
|---|---|---|---|
| sequential | 5 | 100 | 27.0 |
| inverter | 4 | 15.0 | 4.05 |
| tap | 46 | 57.6 | 15.5 |
| clock buffer | 4 | 26.3 | 7.09 |
| timing repair buffer | 5 | 50.0 | 13.5 |
| multi-input combinational | 12 | 121 | 32.8 |
[power by group]
| group | switching (mW) | leakage [nW] | internal, mW |
|---|---|---|---|
| logic | 0.0767 | 0.0975 | 0.105 |
| registers | 0.0159 | 0.0422 | 0.150 |
| clock network | 0.0421 | 0.0150 | 0.0720 |
| total | 0.135 | 0.155 | 0.327 |
[stage by stage]
stage                     instances  util [%]  setup WS (ns)
after global placement           72      10.1          0.297
after floorplan                  21         -          0.819
final                            76      10.8          0.516
after CTS                        76      10.8          0.516
after detailed placement         72      10.1          0.253
after global routing             76      10.8          0.403
[layout by cell type (no fill, tap or decap)]
master	instances
dfxtp_1	5
clkdlybuf4s50_1	5
inv_1	4
ha_1	4
clkbuf_4	3
xnor2_1	2
nor2b_1	1
o21ai_0	1
nand2b_1	1
a21o_1	1
a21oi_2	1
fa_1	1
clkbuf_1	1
Power and IR drop assume default switching activity.
